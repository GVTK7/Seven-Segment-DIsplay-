[flow/config.mk]
export PLATFORM = sky130hd
export DESIGN_NAME = top_module
export DESIGN_NICKNAME = top_module
export VERILOG_FILES = /design/flow/design.v
export SDC_FILE = /design/flow/constraint.sdc
export NUM_CORES = 4
export LEC_CHECK = 1
export CORE_UTILIZATION = 30
[flow/constraint.sdc]
current_design top_module

set clk_period 3.9
set clk_io_pct 0.2

create_clock -name clk0 -period $clk_period [get_ports {clk}]

set non_clock_inputs [all_inputs -no_clocks]
set_input_delay [expr $clk_period * $clk_io_pct] -clock clk0 $non_clock_inputs
set_output_delay [expr $clk_period * $clk_io_pct] -clock clk0 [all_outputs]
[flow/design.v]
module Clock_Divider   #(parameter N=5) (clk,rst,r_clk);
    input clk;
    input rst;
output  r_clk;
reg rclk;
reg [N:0]count; 
always @(posedge clk ) begin
    if (rst == 1'b1) begin
        count = 0;
        rclk = 0;
    end
    if ( count>{1'b1,{(N){1'b0}}  }   )begin
        rclk = ~rclk;
    end
    count = count + 1;
end
assign r_clk=rclk;
endmodule
module bcd_seven (bcd, seven);
 input [3:0] bcd;
 output reg [7:1] seven;
 always @(bcd)
 begin
 case (bcd)
 4'b0000 : seven = ~(7'b0111111) ;
 4'b0001 : seven = ~7'b0000110 ;
 4'b0010 : seven =~ 7'b1011011 ;
 4'b0011 : seven =~ 7'b1001111 ;
 4'b0100 : seven = ~7'b1100110 ;
 4'b0101 : seven = ~7'b1101101 ;
 4'b0110 : seven =~ 7'b1111101 ;
 4'b0111 : seven =~ 7'b0000111 ;
 4'b1000 : seven =~ 7'b1111111 ;
 4'b1001 : seven = ~7'b1101111 ;
 4'b1111 : seven = 7'b1000000 ;
 endcase
 end
endmodule
`timescale 1ns / 1ps
module binary_BCD (binary,BCD);
input [9:0]binary;
output [15:0]BCD;
reg [25:0]Rg;
reg [3:0]i;
wire [9:0]Mag;
wire sign_bit;
assign sign_bit = binary[9];
assign Mag = {1'b0,binary[9]? ~(binary[8:0]-1):binary[8:0]};
always @(*) begin
        Rg = {{4{sign_bit}},{(12){1'b0}},Mag};
        for(i = 0;i < 9;i = i + 1)begin
        Rg = Rg<<1;
        if(Rg[21:18] >  4'b0100)
            Rg[21:18] = Rg[21:18] + 4'b0011;  
        if(Rg[17:14] >  4'b0100)
            Rg[17:14] = Rg[17:14] + 4'b0011;
        if(Rg[13:10] >  4'b0100)
            Rg[13:10] = Rg[13:10] + 4'b0011;   
    end
    Rg = Rg<<1;
end
assign BCD =Rg[25:10];
endmodule
module display_controller (BCD,clk,rst,Seven_Seg,Digit);
input [15:0]BCD;
input clk,rst;
output [7:0]Seven_Seg;
output  [3:0]Digit;
wire [27:0]seven_in; 
reg [2:0]state; 
reg [7:0]seven_out;
reg [3:0]digit;
bcd_seven bcd_7dut1(BCD[3:0], seven_in[6:0]);
bcd_seven bcd_7dut2(BCD[7:4], seven_in[13:7]);
bcd_seven bcd_7dut3(BCD[11:8], seven_in[20:14]);
bcd_seven bcd_7dut4(BCD[15:12], seven_in[27:21]);
always@(posedge clk)
begin
	if(rst==1) begin
	   state=0;
	end
    else if(state>3) begin
	   state=1;
	end
	else  
	state =state+1;
end
always@(posedge clk) begin
case(state)
		1:begin  	digit=0001;    seven_out[6:0]=seven_in[6:0];  end
		2:begin 	digit=0010;    seven_out[6:0]=seven_in[13:7];  end
		3:begin 	digit=0100;    seven_out[6:0]=seven_in[20:14];  end
		4:begin 	digit=1000;    seven_out[6:0]=seven_in[27:21];  end
endcase
    seven_out[7]=1'b1;
end
assign Seven_Seg=seven_out;
assign Digit=digit;
endmodule
`timescale 1ns / 1ps
module top_module   #(parameter N=10,M=16)(y1,clk,rst,Seven_Seg,Digit);
input [N-1:0]y1;
input clk,rst;
output [7:0]Seven_Seg;
output [3:0]Digit;
wire rclk;                            
wire  [15:0]BCD;
wire [7:0]seven_out;
wire  [3:0]digit1;
binary_BCD top_dut(y1,BCD);
Clock_Divider  #(M)  clk_divider_Dut(clk,rst,rclk);
display_controller diply_contrlr_dut(BCD,rclk,rst,seven_out,digit1);
assign Seven_Seg=seven_out;
assign Digit=digit1;
endmodule
[flow/run.sh]
#!/bin/bash
# OpenROAD 26Q1-2900-gdf79404cd8, Yosys 0.63+post, stock flow scripts
make -C /OpenROAD-flow-scripts/flow DESIGN_CONFIG=/design/flow/config.mk WORK_HOME=/design/flow/orfs finish
==> results.txt <==
run results: P_leak=between 0.002 and 0.0025 uW, Max-area cell share=8.62%, critical path class=in2reg, WL met2=about 5100 um, first drt pass iteration count=5, Pwr Total=just under 4000 uW, Die Y=between 100 and 150 um, initial antenna violation count=0, H-tree levels=1, distinct lib cells=81, Initial Util=around 31%, worst vdd ir=between 0.0003 and 0.0004 V, Routability Congestion=0.897, via count=roughly 4700, drt total wl=approximately 11000 um, fin area=approximately 0.0054 mm^2, Num CTS Buffers=3, crit path capture type=register, Hold-fix buffers, CTS=0, PortBufs=22, gr usage total=roughly 14%, count of tool warnings=38, vias in the first global route=between 4000 and 5000, Insertion Delay late pin=approximately 0.24 ns, Slew Viols, Final=0, drt drc=0, Mapped Cells=roughly 630, hold_ws=0.471 ns, power density over the cells=736 mW/mm^2, number of enable flip-flop cells=11, post_cts resized=0, Fin. Hold Viols=0, Post-DP Area=around 0.0053 mm^2, largest net degree at the start of global routing=18, global-route wire length before repair=about 19000 um, maximum clock rate=~380 MHz, Hold Crit Class=reg2reg, CP arrival=between 2 and 3 ns, Synth Warn #=4, Worst Setup Start Kind=input port, Post-DRT Antenna Nets=0, row count=46, routed wl met3=320 um, Root Buffer=clkbuf_16, layout cell share with drive strength beyond 1=~5.5%, max_slew headroom=38.5%, max cap viols=0, diode count=0, crit-path max FO=8, endpoints left unconstrained=57, final setup fails=0, GRT overflow=0, post-layout util=33.7%, Yosys Instances=~630, Layout Skew=0.00301 ns, ys async rst share=0%, netlist area before placement=a little under 0.005 mm^2, clock-pin slew of the registers on the worst-case setup and hold paths=0.05 ns, DR WL/cell=roughly 13 um, Detailed Place HPWL=about 9000 um, synthesis area per yosys=a little under 0.005 mm^2, Setup Buffers After CTS=0, unrepaired setup endpoints after global routing=false, Post-synth regs=around 53, core area=approximately 0.016 mm^2, Syn-to-layout area delta=9.86%, Synth Flop Type=dlxtn_1, outcome=finished clean, largest area contributor in the netlist=dfxtp_1, DR iter-0 viols=around 300, CP Data Required Time=approximately 4.0 ns, period utilization=66.6%, DR top layer=met4, CTS tree=yes, register pins left without a clock=35, top cells, area=dfxtp_1 8.6%, ha_1 6.9%, edfxtp_1 6.8%, dlxtn_1 6.5%, nor2_1 4.5%, wl on met1=5850 um, worst-margin pin slew=just over 0.9 ns, Avg Inst Size Synth=between 7 and 8 um^2, Die Wd=about 130 um, Final min period=2.60 ns, via/cell ratio=roughly 5.5, Longest Clk Path Bufs=2, I/O pins=24, Die Size=about 0.017 mm^2, sum of negative setup slack=0 ns
## flip-flops by register name, summed over array words and instances (netlist names)
name and count:
diply_contrlr_dut.state 3, clk_divider_Dut.count 17, diply_contrlr_dut.digit 4, diply_contrlr_dut.bcd_7dut3.seven 7
diply_contrlr_dut.bcd_7dut1.seven 7, diply_contrlr_dut.bcd_7dut2.seven 7, clk_divider_Dut.rclk 1, diply_contrlr_dut.seven_out 7
## layout by cell type (no fill, tap or decap), types with 6 or more instances in the layout
| cell type | instances |
|---|---|
| dlxtn_1 | 21 |
| or3_1 | 11 |
| nor3_1 | 23 |
| a22oi_1 | 9 |
| nand3_1 | 22 |
| and3_1 | 9 |
| inv_1 | 30 |
| a31oi_1 | 10 |
| nand2_1 | 42 |
| nand2b_1 | 8 |
| xnor2_1 | 19 |
| a21o_1 | 9 |
| mux2i_1 | 9 |
| edfxtp_1 | 11 |
| nor2_1 | 59 |
| xor2_1 | 9 |
| a21oi_1 | 32 |
| o22ai_1 | 6 |
| o31ai_1 | 7 |
| a211oi_1 | 17 |
| ha_1 | 27 |
| o21ai_1 | 7 |
| nor2b_1 | 10 |
| dfxtp_1 | 21 |
| o211ai_1 | 9 |
| o21ai_0 | 28 |
| and2_1 | 9 |
| nand4_1 | 12 |
| clkdlybuf4s50_1 | 22 |
| nor4_1 | 7 |
## synthesized netlist by cell type (4+ instances only)
master / count
nor2_1: 59
nand2_1: 42
a21oi_1: 32
inv_1: 30
o21ai_0: 28
ha_1: 27
nor3_1: 23
nand3_1: 22
dfxtp_1: 21
dlxtn_1: 21
clkbuf_1: 19
xnor2_1: 19
a211oi_1: 17
nand4_1: 12
edfxtp_1: 11
or3_1: 11
a31oi_1: 10
nor2b_1: 10
a21o_1: 9
a22oi_1: 9
and2_1: 9
and3_1: 9
mux2i_1: 9
o211ai_1: 9
xor2_1: 9
nand2b_1: 8
nor4_1: 7
o21ai_1: 7
o31ai_1: 7
o22ai_1: 6
a2111oi_0: 5
a21boi_0: 5
o211a_1: 5
o21a_1: 5
a211o_1: 4
a311oi_1: 4
buf_2: 4
nor3b_1: 4
nor4b_1: 4
o21bai_1: 4
o311ai_0: 4
or2_2: 4
or4_1: 4
## per-layer routing
metal	up-vias	GRT usage (%)
li1	2431	-
met1	2154	21.8
met2	103	22.1
met3	6	0.589
met4	0	1.09
met5	-	0
## power by group
group          switching [uW]  internal (uW)
Combinational            1980           1180
Clock                    64.3            156
Sequential               30.2            530
## cell families after synthesis
family	after synthesis	synth area share [%]
AND-OR/OR-AND	208	30.5
XOR/XNOR	30	5.95
adder cells (fa/ha/maj)	27	6.93
buffers and inverters	56	4.80
flip-flops	32	15.4
latches	21	6.47
multiplexers	13	2.85
other	1	0.0769
AND/OR/NAND/NOR	246	27.0
## critical path: stages
cell and delay, ns:
clkdlybuf4s50_1 0.51, nand2b_1 0.23, inv_1 0.07, ha_1 0.17, and3_1 0.20, nand4b_1 0.27
nor2_1 0.21, nand3_1 0.11, xor2_1 0.14, nor2_1 0.05
## final timing paths
check | end | depth (start not counted) | from | slack (ns)
setup reg to reg | clk_divider_Dut.count[13] | 6 | clk_divider_Dut.count[6] | 2.12
hold / removal | clk_divider_Dut.count[0] | 1 | clk_divider_Dut.count[0] | 0.47
setup / recovery | clk_divider_Dut.count[16] | 10 | rst | 1.30
hold reg to reg | clk_divider_Dut.count[0] | 1 | clk_divider_Dut.count[0] | 0.47
## stage by stage
stage	std cells	setup WS [ns]
3_5_place_dp	849	1.05
5_1_grt	853	1.12
4_1_cts	853	1.27
2_1_floorplan	634	1.63
6_report	853	1.30
3_3_place_gp	849	1.06
## cell type report
class / count / area, um^2
Clock buffer: 4 / 88.8
Fill cell: 1669 / 10500
Inverter: 30 / 113
Multi-Input combinational cell: 525 / 3570
Sequential cell: 53 / 1070
Tap cell: 216 / 270
Timing Repair Buffer: 25 / 243
Power and IR drop assume default switching activity.
